**design/flow/run.sh**
```bash
#!/bin/bash
# OpenROAD 26Q1-2900-gdf79404cd8, Yosys 0.63+post, stock flow scripts
make -C /OpenROAD-flow-scripts/flow DESIGN_CONFIG=/design/flow/config.mk WORK_HOME=/design/flow/orfs finish
```
**design/flow/config.mk**
```make
export PLATFORM = sky130hd
export DESIGN_NAME = asynchronous_fifo
export DESIGN_NICKNAME = asynchronous_fifo
export VERILOG_FILES = /design/flow/design.v
export SDC_FILE = /design/flow/constraint.sdc
export NUM_CORES = 4
export LEC_CHECK = 1
export CORE_UTILIZATION = 30
```
**design/flow/constraint.sdc**
```tcl
current_design asynchronous_fifo

set clk_period 5.2
set clk_io_pct 0.2

create_clock -name clk0 -period $clk_period [get_ports {recv_clk}]
create_clock -name clk1 -period $clk_period [get_ports {trans_clk}]

set non_clock_inputs [all_inputs -no_clocks]
set_input_delay [expr $clk_period * $clk_io_pct] -clock clk0 $non_clock_inputs
set_output_delay [expr $clk_period * $clk_io_pct] -clock clk0 [all_outputs]
```
**design/flow/design.v**
```verilog
module asynchronous_fifo(trans_clk,trans_rst,write_enable,recv_clk,recv_rst,read_enable,fifo_full,fifo_empty,trans_data,recv_data);
parameter address_bus_length = 4;
parameter data_bus_length = 8;
parameter fifo_depth = 2**address_bus_length;
input trans_clk,recv_clk,trans_rst,recv_rst;
input write_enable,read_enable;
input[data_bus_length-1:0] trans_data;
output[data_bus_length-1:0] recv_data;
output fifo_full,fifo_empty;
reg[data_bus_length-1:0] fifo[fifo_depth-1:0];
reg[address_bus_length:0] wptr,rptr;
wire[address_bus_length:0] wptr_trans_grey,rptr_recv_grey;
reg[address_bus_length:0] wptr_metarecv,rptr_metatrans;
reg[address_bus_length:0] wptr_recv_grey,rptr_trans_grey;
wire[address_bus_length:0] wptr_recv,rptr_trans;
always@(posedge trans_clk or negedge trans_rst)
begin
if(~trans_rst)
wptr <=  5'b00000;
else if((~fifo_full) & write_enable)
begin
fifo[wptr[address_bus_length-1:0]] <=  trans_data;
wptr <=  wptr+1;
end
end
assign  recv_data  = fifo[rptr[address_bus_length-1:0]];
always@(posedge recv_clk or negedge recv_rst)
begin
if(~recv_rst)
rptr <=  5'b00000;
else if((~fifo_empty) & read_enable)
rptr <=  rptr+1;
end
assign  wptr_trans_grey = wptr^(wptr>>1);
assign  rptr_recv_grey  = rptr^(rptr>>1);
always@(posedge trans_clk)
begin
if(~trans_rst)
begin
rptr_metatrans <=  5'b00000;
rptr_trans_grey <=  5'b00000;
end
else
begin
rptr_metatrans <=  rptr_recv_grey;
rptr_trans_grey <=  rptr_metatrans;
end
end
always@(posedge recv_clk)
begin
if(~recv_rst)
begin
wptr_metarecv <=  5'b00000;
wptr_recv_grey <=  5'b00000;
end
else
begin
wptr_metarecv <=  wptr_trans_grey;
wptr_recv_grey <=  wptr_metarecv;
end
end
assign  wptr_recv  = wptr_recv_grey^(wptr_recv_grey>>1)^(wptr_recv_grey>>2)^(wptr_recv_grey>>3);
assign  rptr_trans = rptr_trans_grey^(rptr_trans_grey>>1)^(rptr_trans_grey>>2)^(rptr_trans_grey>>3);
assign  fifo_full  = ((wptr[address_bus_length-1:0] == rptr_trans[address_bus_length-1:0]) && (wptr[address_bus_length] ^ rptr_trans[address_bus_length]));
assign  fifo_empty = ((rptr[address_bus_length-1:0] == wptr_recv[address_bus_length-1:0]) && (~(rptr[address_bus_length]^wptr_recv[address_bus_length])));
endmodule
```
==> flow_summary.yaml <==
# implementation run metrics
run:
  warnings: 38
  max-cap-violations: 0
die:
  fp-utilization: 0.3089
  ios: 24
  die_w_um: 147.0
  die-area_um2: 21620
  die_y_um: 147.0
  rows: 52
  core-area_um2: 20430
synth:
  synth-edff-count: 128
  yosys_area_um2: 6311
  ys_seq_frac: 0.7121
  synth-async-reset-ratio: 0.06329
  syn_area_um2: 6311
  ys_ff: 158
  synthCells: 413
  flop_cell: "edfxtp_1"
  ys_cells: 413
  yosysWarnings: 2
  avgSynthCellArea_um2: 15.28
  yosysUniqueCellTypes: 48
final_timing:
  hold_violations: 0
  slew_headroom: 0.4423
  worst_clock_skew_ns: 0.006486
  maxSlewViolCount: 0
  tightest_slew_ns: 0.8365
  setup_violations: 0
  setup_tns_ns: 0
  rsz0062_at_grt: "no"
  holdWs_ns: 0.4283
cts:
  post-cts-setup-buffers: 0
  cts_sinks: 158
  tritoncts: "yes"
  hold_buffers: 0
  path_clk_slew_ns: 0.05
  post_cts_resized: 0
global_route:
  antenna_found_initial: 0
  grt_pass1_vias: 3730
  grt_pass1_wl_mm: 20.83
  grtUsageMet2: 0.1892
  top_usage_layer: "met2"
  grt_max_degree: 29
  track_usage: 0.1361
  use_met3: 0.1097
  grt_use_met1: 0.1723
  grt_overflow: 0
final_layout:
  drive_gt1_frac: 0.1316
  final_common_cell: "edfxtp_1"
  synthToLayoutAreaGrowth_pct: 19.94
  layout_top_cells: "edfxtp_1, a22o_1, buf_4"
  post-route-cell-area_um2: 7570
  fill_cells: 1898
detailed_routing:
  drt.antenna.violating_nets: 0
  drt_iter0_markers: 310
  diodes: 0
  dr.pass1.iters: 5
  routed_wl_mm: 13.70
  vias: 3719
  drc: 0
  via_per_inst: 5.019
  wl_per_cell_um: 18.49
placement:
  gp_congestion: 0.8102
  port_buffers: 22
  dpl.hpwl_mm: 8.160
  placed_area_um2: 6948
setup_path:
  worstPathMaxFanout: 24
  critPathCaptureType: "output pin"
  max_stage_delay_ns: 0.55
  slowest_stage: "a21oi_2"
  crit_buf_inv: 3
  cp_cell_sequence: "inv_1, ha_1, buf_4, or3_1, o32a_1, a21oi_2, mux2_2, clkdlybuf4s50_1"
  path_class: "reg -> out"
  cp.required_ns: 4.16
  cp-start-kind: "flop"
  critPathArrivalTime_ns: 3.25
  crit_family: "buffers and inverters"
pwr:
  leakagePower_nw: 2.667
  ir_drop_mv: 0.2061
  p_per_area_nw_per_um2: 556.4
run_status:
  status: "complete, no violations"
min_path:
  hp-class: "reg -> reg"
## through the flow
stage | worst slack (ns) | util | instances | power, mW
after floorplan | 2.157 | - | 413 | 2.450
after global placement | 1.199 | 0.3401 | 706 | 2.973
after detailed placement | 1.163 | 0.3401 | 706 | 2.983
after CTS | 0.8798 | 0.3705 | 741 | 4.249
after global routing | 0.7152 | 0.3705 | 741 | 4.449
final | 0.9088 | 0.3705 | 741 | 4.212
## flip-flops by register name (all words and copies together), names as in the netlist
name / cells
fifo: 128
rptr: 5
rptr_metatrans: 5
rptr_trans_grey: 5
wptr: 5
wptr_metarecv: 5
wptr_recv_grey: 5
## final timing paths
path                                            endpoint  slack (ns)                           from  cells past startpoint
setup / recovery                            recv_data[6]        0.91            rptr[3]$_DFFE_PN0P_                      8
max in group clk1                  fifo[15][0]$_DFFE_PP_        2.68                      trans_rst                      4
max in group asynchronous            rptr[2]$_DFFE_PN0P_        3.70                       recv_rst                      1
hold reg to reg             wptr_recv_grey[3]$_SDFF_PN0_        0.43    wptr_metarecv[3]$_SDFF_PN0_                      1
min in group clk1          rptr_trans_grey[0]$_SDFF_PN0_        0.44   rptr_metatrans[0]$_SDFF_PN0_                      1
hold / removal              wptr_recv_grey[3]$_SDFF_PN0_        0.43    wptr_metarecv[3]$_SDFF_PN0_                      1
setup reg to reg                     wptr[1]$_DFFE_PN0P_        2.72  rptr_trans_grey[1]$_SDFF_PN0_                      5
min in group asynchronous            wptr[3]$_DFFE_PN0P_        1.01                      trans_rst                      1
## metal layers
layer | up-vias | part of all wire
met5 | - | 0
met4 | 0 | 0.017
met1 | 1783 | 0.38
met2 | 212 | 0.45
li1 | 1709 | -
met3 | 15 | 0.15
## report_power, final
| part | switching [mW] | internal (mW) | total, mW | leakage [nW] |
|---|---|---|---|---|
| Sequential | 0.112 | 1.51 | 1.62 | 1.44 |
| Combinational | 0.729 | 0.606 | 1.33 | 0.930 |
| Clock | 0.500 | 0.757 | 1.26 | 0.301 |
## logic make-up (layout without fill, tap and decap cells)
family                   after synthesis  after routing  synth area share
adder cells (fa/ha/maj)               18             18           0.03569
AND-OR/OR-AND                         89             89            0.1154
buffers and inverters                 36             94           0.02320
XOR/XNOR                              19             19           0.02875
AND/OR/NAND/NOR                       89             89           0.07792
flip-flops                           158            158            0.7121
multiplexers                           4              4          0.006939
## area by class of cell
cell class                      instances  area [µm²]  area share
Clock inverter                         14       117.6     0.01554
Timing Repair Buffer                   45       392.9     0.05190
Tap cell                              270       337.8     0.04463
Inverter                               14       52.55    0.006942
Sequential cell                       158        4494      0.5937
Multi-Input combinational cell        219        1670      0.2207
Clock buffer                           21       504.2     0.06661
## synth_stat cells (2+ instances only)
cell,count,area [µm²]
ha_1,18,225.2
nand2b_1,2,12.51
nand2_1,22,82.58
nor4bb_1,2,20.02
nor2b_1,4,25.02
o21ai_0,5,25.02
a21oi_1,6,30.03
buf_1,2,7.510
a22oi_1,22,165.2
mux2_2,3,33.78
or3_1,3,18.77
clkbuf_1,18,67.56
o2111ai_1,3,26.28
inv_1,14,52.55
dfxtp_1,20,400.4
xnor2_1,11,96.34
nor3_1,16,80.08
nor2_1,5,18.77
dfrtp_1,10,250.2
a222oi_1,16,160.2
xor2_1,7,61.31
nand4_1,4,25.02
and2_1,21,131.4
a22o_1,25,219.0
edfxtp_1,128,3844
nand3_1,4,20.02
Power and IR drop assume default switching activity.
