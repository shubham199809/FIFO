===== /design/flow/design.v =====
module synchronous_fifo(clk,reset,write_enable,read_enable,trans_data,recv_data,fifo_full,fifo_empty);
parameter address_bus_length = 4;
parameter data_bus_length = 8;
parameter fifo_depth = 2**address_bus_length;
input clk,reset;
input write_enable,read_enable;
input[data_bus_length-1:0] trans_data;
output[data_bus_length-1:0] recv_data;
output fifo_full,fifo_empty;
reg[data_bus_length-1:0] fifo[fifo_depth-1:0];
reg[address_bus_length:0] wptr,rptr;
always@(posedge clk)
begin
if(reset)
begin
wptr <= 5'b00000;
rptr <= 5'b00000;
end
else
if((~fifo_full) & write_enable)
begin
fifo[wptr[address_bus_length-1:0]] <= trans_data;
wptr <= wptr+1;
end
if((~fifo_empty) & read_enable)
rptr <= rptr+1;
end
assign recv_data = fifo[rptr[address_bus_length-1:0]];
assign  fifo_full  = ((wptr[address_bus_length-1:0] == rptr[address_bus_length-1:0]) && (wptr[address_bus_length] ^ rptr[address_bus_length]));
assign  fifo_empty = ((rptr[address_bus_length-1:0] == wptr[address_bus_length-1:0]) && (~(rptr[address_bus_length]^wptr[address_bus_length])));
endmodule

===== /design/flow/constraint.sdc =====
current_design synchronous_fifo

set clk_period 4.7
set clk_io_pct 0.2

create_clock -name clk0 -period $clk_period [get_ports {clk}]

set non_clock_inputs [all_inputs -no_clocks]
set_input_delay [expr $clk_period * $clk_io_pct] -clock clk0 $non_clock_inputs
set_output_delay [expr $clk_period * $clk_io_pct] -clock clk0 [all_outputs]

===== /design/flow/config.mk =====
export PLATFORM = sky130hd
export DESIGN_NAME = synchronous_fifo
export DESIGN_NICKNAME = synchronous_fifo
export VERILOG_FILES = /design/flow/design.v
export SDC_FILE = /design/flow/constraint.sdc
export NUM_CORES = 4
export LEC_CHECK = 1
export CORE_UTILIZATION = 40

===== /design/flow/run.sh =====
#!/bin/bash
# OpenROAD 26Q1-2900-gdf79404cd8, Yosys 0.63+post, stock flow scripts
make -C /OpenROAD-flow-scripts/flow DESIGN_CONFIG=/design/flow/config.mk WORK_HOME=/design/flow/orfs finish

==> notes.md <==
yosys + openroad results -> total core area=0.0140 mm^2, TritonRoute pass-1 iters=4, minimum hold slack=0.594 ns, initial drt markers=277, maximum vdd drop=0.000269 V, crit path DAT=2.79 ns, FMAX=268 MHz, Die Span X=123 um, first-pass GRT wire length=17.1 mm, Initial Utilization=0.415, dpl hpwl=6.78 mm, EDFF count, synth=133, leakage power=0.00227 uW, Max clock buf depth=2, total CTS buffers=17, PwrDens=504 mW/mm^2, Post-Syn Instances=283, Latency at later pin=0.41 ns, sequential area share after synthesis=0.717, DR WL/cell=21.9 um, CTS tree=yes, measured slew at the worst slew-check pin=1.00 ns, unrepaired setup endpoints after global routing=false, register share of total power=0.428, Dominant flop cell=edfxtp_1, number of OpenROAD warnings=28, clk root buf=clkbuf_16, # rows=43, Die Footprint=0.0150 mm^2, io pins=22, Clock power frac=0.375, antenna diode count=0, Flops after synth=142, async set-reset flop share out of synthesis=0, P&R area growth vs syn=19.0%, fraction of layout cells with a size suffix above 1=0.215, Max Slew Vio Count=0, chip height=123 um, CTS resizes=0, initial antenna violation count=0, Setup Slack @ Placement=1.28 ns, largest net degree at the start of global routing=33, total gr overflow=0, Worst Hold Class=flop to flop, Setup-failing EPs final=0, crit path time final=3.73 ns, Worst EP required=3.76 ns, skew final=0.00776 ns, Worst-path clk slew=0.05 ns, setup TNS=0 ns, fin crit share=0.794, worst slew margin relative to its limit=0.325, status=complete, no violations, setup repair bufs after CTS=0, Final ANT Viol Nets=0, cts hold-fix bufs=0, Total Wirelength=11.4 mm, Setup crit end kind=primary output, routed vias/inst=5.41, Avg Synthesized Cell Area=20.6 um^2, Port Buffers=21, Final Hold Fails=0, final setup margin=0.966 ns, detailed-route via count=2815, total track usage=0.178, htree depth=4, crit path kind=flop to primary output, Sink Count=142, Final GP Congestion=0.838, Post-Syn Area=0.00582 mm^2, Max-cap violations=0, Net Sw Power=820 uW, Worst Setup Start Kind=flop, Sw Share=0.235, Residual DRC=0, Gate power share=0.197, vias in the first global route=2969, Pint=2670 uW, yosys stat area=0.00582 mm^2, # Cells Yosys=283, Critical Path Fanout Max=32, Core Util, Final=0.493, Synth cell types=35, yosys warns=1
cells in the mapped netlist, types with 2 or more instances:
cell,instances,share of area
nand3_1,2,0.0017
edfxtp_1,133,0.69
buf_1,4,0.0026
xnor2_1,6,0.0090
a21oi_1,3,0.0026
mux4_1,24,0.11
inv_1,5,0.0032
mux2i_1,3,0.0052
o2111ai_1,2,0.0030
nand2_1,11,0.0071
mux2_1,2,0.0039
xor2_1,3,0.0045
o21ai_2,2,0.0030
ha_1,5,0.011
nor3_1,10,0.0086
nor2_1,11,0.0071
nor4_1,8,0.0086
nand4_1,3,0.0032
buf_2,2,0.0017
buf_8,2,0.0052
dfxtp_1,9,0.031
mux4_2,16,0.062
clkbuf_1,5,0.0032
area by class of cell:
class | instances | area [um^2]
tap | 180 | 225
clock inverter | 11 | 141
fill | 1113 | 7110
timing repair buffer | 40 | 353
inverter | 5 | 18.8
clock buffer | 21 | 440
multi-input combinational | 121 | 1570
sequential | 142 | 4180
registers in the layout (all words and copies together) (netlist names), named ones only:
signal  cells
fifo      128
rptr        5
wptr        5
layer usage:
layer,up-vias,wire length (um),global-route usage
met5,-,0,0
met4,0,106,0.0145
met3,9,1300,0.107
met2,118,5670,0.280
met1,1410,4310,0.234
li1,1278,-,-
through the flow:
| step | instances | total power, uW | area [um^2] |
|---|---|---|---|
| 6_report | 520 | 3490 | 6930 |
| 5_1_grt | 520 | 3640 | 6930 |
| 4_1_cts | 520 | 3530 | 6930 |
| 3_5_place_dp | 488 | 2220 | 6350 |
| 3_3_place_gp | 488 | 2220 | 6350 |
| 2_1_floorplan | 283 | 1970 | 5820 |
power groups by stage:
stage         clock network [uW]  registers [uW]  logic (uW)
CTS                         1330            1500         700
global route                1380            1500         755
finish                      1310            1490         687
kinds of logic (layout without fill, tap and decap cells):
family | Yosys count | after routing | synth area share
buffers and inverters | 20 | 77 | 0.0213
multiplexers | 45 | 45 | 0.179
AND-OR/OR-AND | 13 | 13 | 0.0165
XOR/XNOR | 9 | 9 | 0.0135
AND/OR/NAND/NOR | 49 | 49 | 0.0417
flip-flops | 142 | 142 | 0.717
adder cells (fa/ha/maj) | 5 | 5 | 0.0107
worst paths after layout:
| kind | cells after the start | startpoint | endpoint | slack (ns) |
|---|---|---|---|---|
| worst min-delay path | 2 | wptr[4] | wptr[4] | 0.59 |
| worst min register to register | 2 | wptr[4] | wptr[4] | 0.59 |
| worst max-delay path | 4 | flop | recv_data[4] | 0.97 |
| worst max register to register | 5 | wptr[3] | fifo[9][4] | 1.70 |
worst max-delay path, stage by stage (launching register included):
cell and delay (ns):
dfxtp_2 0.31, buf_4 0.47, mux4_1 0.68, mux4_2 0.48
clkdlybuf4s50_1 0.43
placed cells by master, fill, tap and decap left out, drive strengths merged, types with 2 or more instances in the layout:
master | Yosys | routed
edfxtp | 133 | 133
mux4 | 40 | 40
clkdlybuf4s50 | 0 | 21
clkbuf | 5 | 21
buf | 10 | 19
nor2 | 11 | 11
nand2 | 11 | 11
nor3 | 10 | 10
dfxtp | 9 | 9
nor4 | 8 | 8
xnor2 | 6 | 6
inv | 5 | 6
ha | 5 | 5
clkinv | 0 | 5
xor2 | 3 | 3
nand4 | 3 | 3
mux2i | 3 | 3
a21oi | 3 | 3
bufinv | 0 | 3
o21ai | 3 | 3
nand3 | 2 | 2
o2111ai | 2 | 2
mux2 | 2 | 2
clkinvlp | 0 | 2
No activity file was given, so power comes from the tool's default toggle rates.
